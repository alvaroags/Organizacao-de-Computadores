### flow/constraint.sdc
current_design PCSUM

set clk_period 23.0
set clk_io_pct 0.2

create_clock -name clk0 -period $clk_period

set non_clock_inputs [all_inputs -no_clocks]
set_input_delay [expr $clk_period * $clk_io_pct] -clock clk0 $non_clock_inputs
set_output_delay [expr $clk_period * $clk_io_pct] -clock clk0 [all_outputs]
### flow/run.sh
#!/bin/bash
# OpenROAD 26Q1-2900-gdf79404cd8, Yosys 0.63+post, stock flow scripts
make -C /OpenROAD-flow-scripts/flow DESIGN_CONFIG=/design/flow/config.mk WORK_HOME=/design/flow/orfs finish
### flow/design.v
module PC(clock, reset, PCin, PCOut);
    initial begin
        PCOut = 32'b0;
    end
    input clock, reset;
    input [31:0] PCin;
    output reg [31:0] PCOut;
    always @(posedge clock) begin
        if (reset) begin
            PCOut <= 32'b0;
        end else begin
            PCOut <= PCin;
        end
    end
endmodule
module PCADD4(PCin, PCADD4);
    input [31:0] PCin;
    output reg [31:0] PCADD4;
    always @* begin
        PCADD4 = PCin + 32'b100;
    end
endmodule
module PCSUM(PCin, ImmGen, PCSum, Neg);
    input [31:0] PCin, ImmGen;
    input Neg;
    output reg [31:0] PCSum;
    always @* begin
        if (Neg == 1'b1) begin
            PCSum = PCin - ImmGen;
        end else begin
            PCSum = PCin + ImmGen;
        end
    end
endmodule
### flow/config.mk
export PLATFORM = sky130hd
export DESIGN_NAME = PCSUM
export DESIGN_NICKNAME = PCSUM
export VERILOG_FILES = /design/flow/design.v
export SDC_FILE = /design/flow/constraint.sdc
export NUM_CORES = 4
export LEC_CHECK = 1
export CORE_AREA = 10 10 113 113
export DIE_AREA = 0 0 123 123
==> design notes <==
The area share of the largest cell type after synthesis is 0.170, and the total power per unit cell area is 37.8 mW/mm^2. The worst setup path is captured at an output port. The final layout contains a sequential cell count of 0. Startpoint of the most critical hold path: PCin[0]. The area share of and-or/or-and cells after synthesis came out at 0.280. The final layout report lists a clock buffer count of 0. The xor/xnor share of the synthesized area came out at 0.219. Ranked by instance count, the synthesized netlist is headed by a21oi_1 (45), xnor2_1 (42), nor2_1 (38), ha_1 (32), nand2_1 (24). 97 I/O pins were placed. Nature of the critical path startpoint: an input port.

The number of warnings reported in the stage logs is 32. Simple-gate area share of the yosys netlist: 0.272. Setup repair after global routing left no endpoint under its margin. The run gives 51 for the number of distinct library cell variants in the gate-level netlist after synthesis. In this run the vertical extent of the chip is 123 um.

The pre-antenna-repair detailed-routing pass consisted of 4 iterations. The first global-routing pass estimated 13600 um of wire. The run gives 0 as the number of maximum-capacitance violations. The run gives 1 for the count of synthesis-stage warnings from yosys. With the yosys cell count at 348, the post-synthesis share of cell area spent on full adders, half adders and majority gates is 0.178. The area taken by multi-input combinational cells is reported as 0.00226 mm^2. The width of the die was 123 um. The logs give 152 for the DRC marker count from the first detailed-route iteration and 1066 for the number of fill cells. The most common cell in the synthesized netlist was a21oi_1. In the final report, the number of endpoints failing setup comes to 0. Post-CTS timing repair inserted 0 buffers for setup. With the initial antenna violation count at 0, the placed cell count is 571. The run gives 0.00902 for the share of cell area taken by muxes after synthesis. Registers take 0 um^2.

The run gives 0.602 for the fraction of the cycle the final worst path needs. According to the hold report, the worst path is of the input port to output port type. The report puts the hold buffer count at CTS at 0.

The run gives 0.431 for the switching share of power. Yosys reports a chip area of 0.00236 mm^2. The routed layout has 2770 vias.

The worst hold margin came out at 10190 ps. The area of the die was 0.0151 mm^2; the total routing usage reported by global routing was 0.108. Data on the critical path is required at its endpoint by 18400 ps. In this run the power spent charging and discharging nets is 56.5 uW.

After clock tree synthesis, the repair step resized 0 gates. The flow measured a signed area growth from synthesis to layout of 46.9%. The highest clock frequency the design can meet was 0.0723 GHz.

Worst hold endpoint: PCSum[0]. Summed over all layers, the routed wires come to 8410 um. The analysis reports a worst IR drop on VDD of 0.0131 mV. Library cell with the largest summed area after synthesis: ha_1.

The main area contributors are ha_1 (17%), xnor2_1 (16%), a21oi_1 (9.6%). The aggregate global routing overflow was 0; the proportion of synthesized chip area in sequential cells was 0. Maximum net fanout on the critical path: 8. The count of buffers inserted at the top-level ports was 97. The tools report the relative slew slack as 0.475. The power share of the combinational group is 1.000.

The core region is 0.0103 mm^2. The hold violation total from the final report is 0. In the final timing run, aggregate negative setup slack is 0 ps. The final critical delay including setup and external delays was 13840 ps; the count of pins over their slew limit was 0. Path type of the worst setup path: input port to output port. Clock group share of total power: 0. The tools report the via count of the first global-routing pass as 2761. For the pin with the worst max-slew slack, the measured transition is 778 ps. The post-synthesis instance area is 0.00236 mm^2.

For the worst endpoint data arrival time, the log shows 9240 ps. Once layout is complete, the cells apart from fillers number 571. Once detail routing completed, the nets flagged for antenna violations numbered 0. Routability-driven placement congestion ratio: 0.909. Dividing the synthesized area by the synthesized cell count gives 6.77 um^2.

The leakage power in the latest report is 0.00131 uW. With the HPWL after detailed placement at 7420 um, the antenna diode count is 0. Number of cells on the worst hold path: 5. Entering global routing, the biggest net connects 32 pins.

The sequential cell fraction of total power is 0, and the wire length per cell after detailed routing is 14.7 um. The largest combinational cell category by area was AND-OR/OR-AND gates. Number of remaining DRC errors: 0.

The cell count after synthesis came out at 348. The number of vias per cell after detailed routing was 4.85. For the internal power, the log shows 74.5 uW. The flow ran to the end, and the final reports show no timing, DRC or antenna violations. The ratio of cells with drive above 1 in the final layout is 0.0322, and the initial core utilization is 0.228. The run gives 37 for the number of placement rows. According to the timing report, the critical path is launched from ImmGen[3].
==> metrics by stage <==
step | worst slack, ps | util | cell area [um^2] | power [uW]
4_1_cts | 9160 | 0.335 | 3460 | 133
3_5_place_dp | 9180 | 0.335 | 3460 | 132
6_report | 9160 | 0.335 | 3460 | 131
5_1_grt | 8720 | 0.335 | 3460 | 146
3_3_place_gp | 9190 | 0.335 | 3460 | 132
2_1_floorplan | 10570 | - | 2360 | 65.2
==> placed cells by master (no fill, tap or decap), types with 3 or more instances in the layout <==
master           synthesis  routed
nor4_1                   4       4
or3_1                    4       4
inv_1                   15      15
nand3_1                  9       9
xor2_1                  15      15
xnor2_1                 42      42
nor3_1                  17      17
a21oi_1                 45      45
and3_1                   5       5
nand2_1                 24      24
o21a_1                   5       5
nor2_1                  38      38
nor2b_1                  5       5
clkdlybuf4s50_1          0      97
o21bai_1                 6       6
a21o_1                   7       7
a31oi_1                  7       7
nand4_1                  5       5
ha_1                    32      32
o211ai_1                 3       3
o21ai_0                 17      17
==> final cells by class <==
cell class	count	share of cell area
Inverter	15	0.0163
Multi-Input combinational cell	322	0.652
Tap cell	136	0.0492
Timing Repair Buffer	98	0.283
==> power by group through the flow <==
stage                 sequential [uW]  combinational [uW]  clock (uW)
after global routing                0                 146           0
final                               0                 131           0
after CTS                           0                 133           0
==> routing by layer <==
| metal | wire, um | vias up | GRT usage |
|---|---|---|---|
| met4 | 57 | 0 | 0.00728 |
| li1 | - | 1446 | - |
| met3 | 686 | 6 | 0.0282 |
| met2 | 4000 | 87 | 0.184 |
| met5 | 0 | - | 0 |
| met1 | 3660 | 1231 | 0.140 |
==> how the worst max path moves through the flow <==
stage / endpoint / slack, ps
CTS: PCSum[29] / 9160
global route: PCSum[29] / 8720
finish: PCSum[29] / 9160
==> kinds of logic (layout without fill, tap and decap cells) <==
group	Yosys count	after routing
buffers and inverters	26	113
adder cells (fa/ha/maj)	33	33
multiplexers	2	2
XOR/XNOR	58	58
AND/OR/NAND/NOR	124	124
AND-OR/OR-AND	105	105
==> critical path, cell delays in order <==
cell,delay [ps]
clkdlybuf4s50_1,470
or4_4,590
or3_4,350
nor2_2,100
nand2_1,70
nor3_1,280
a31oi_1,150
xnor2_1,170
ha_1,380
a21oi_1,280
nor2b_1,80
o31a_1,240
a311oi_1,570
o211ai_1,240
xnor2_1,170
clkdlybuf4s50_1,490
Power is estimated from default activity; no workload was simulated.
