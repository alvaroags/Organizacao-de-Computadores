==> ./design.v <==
module ImmGen(Instruction, ImmGenOut);
    input [31:0] Instruction;
    wire [11:0] imm_I;
    wire [11:0] imm_SB;
    wire [11:0] imm_S;
    reg[11:0] ImmGen;
    output reg [31:0] ImmGenOut;
    assign imm_I = Instruction[31:20];
    assign imm_SB = {Instruction[31], Instruction[7], Instruction[30:25], Instruction[11:8]};
    assign imm_S = {Instruction[31:25], Instruction[11:7]};
    always @* begin
        case (Instruction[6:0])
            7'b0000011: begin  
                ImmGen = imm_I;
            end
            7'b0010011: begin  
                ImmGen = imm_I;
            end
            7'b0100011: begin  
                ImmGen = imm_S;
            end
            7'b1100011: begin  
                ImmGen = imm_SB;
            end
            default: begin
                ImmGen = 12'b0;
            end
        endcase
        if(Instruction[31]) begin
            if(Instruction[6:0] == 7'b1100011) begin
                ImmGenOut = {20'b0, ((~ImmGen) + 1'b1)<<1'b1};
            end else begin
                ImmGenOut = {20'b1, ImmGen};
            end
        end
        else begin
            ImmGenOut = {20'b0, ImmGen};
        end
    end
endmodule
==> ./run.sh <==
#!/bin/bash
# OpenROAD 26Q1-2900-gdf79404cd8, Yosys 0.63+post, stock flow scripts
make -C /OpenROAD-flow-scripts/flow DESIGN_CONFIG=/design/flow/config.mk WORK_HOME=/design/flow/orfs finish
==> ./config.mk <==
export PLATFORM = sky130hd
export DESIGN_NAME = ImmGen
export DESIGN_NICKNAME = ImmGen
export VERILOG_FILES = /design/flow/design.v
export SDC_FILE = /design/flow/constraint.sdc
export NUM_CORES = 4
export LEC_CHECK = 1
export CORE_AREA = 10 10 70 70
export DIE_AREA = 0 0 80 80
==> ./constraint.sdc <==
current_design ImmGen

set clk_period 5.7
set clk_io_pct 0.2

create_clock -name clk0 -period $clk_period

set non_clock_inputs [all_inputs -no_clocks]
set_input_delay [expr $clk_period * $clk_io_pct] -clock clk0 $non_clock_inputs
set_output_delay [expr $clk_period * $clk_io_pct] -clock clk0 [all_outputs]
==> reports/summary.txt <==
Crit path cell chain: clkdlybuf4s50_1, nor2b_1, a21oi_1, nor2_1, a21oi_1, ha_1, o41ai_2, a21oi_1, nand3_1, xnor2_1, a31oi_1, clkdlybuf4s50_1
Syn avg cell area: 7.062 µm²
CP endpoint kind: output port
Power consumption: 54.08 µW
Seq/Total Area, Yosys: 0%
Num ports: 64
Register area: 0 µm²
Setup WS pre-CTS: 0.5994 ns
Dpl cells: 212
I/O Buffers: 37
Post-Synthesis Cells: 135
Power Density: 42.41 nW/µm²
Unique cell types: 47
Fin cells: 212
Peak Freq: 196.2 MHz
Die height: 80 µm
Post-synthesis simple-gate area fraction: 30.71%
Ys cells: 135
Worst hold path class: primary input to output port
Largest stage delay on the critical path: 0.72 ns
Area fraction in xor and xnor cells: 6.430%
Area post-placement: 1275 µm²
Critical Path RT: 4.56 ns
Post-Syn Area: 953.4 µm²
Maximum vdd drop: 0.00002013 V
Routed wl met3: 190 µm
Initial antenna violation count: 0
Post-cts gate resize count: 0
Leakage: 0.4823 nW
Final instance area: 1275 µm²
Setup Fix Bufs, Post-CTS: 0
First-pass GRT wire length: 4436 µm
CP startpoint kind: primary input
Met2 routed WL: 1132 µm
Tool warnings: 40
Worst-path fanout max: 12
Adder share: 1.312%
Vias in the first global route: 939
RSZ-0062 raised after global routing: false
Pin count of the biggest net entering global routing: 21
Aoi share: 34.12%
Final Core Density: 37.33%
Fp_density: 27.91%
Critical-path top delay cell: clkdlybuf4s50_1
Clock buffers: 0
Main logic family: AND-OR/OR-AND gates
WL/cell: 13.20 µm
Flops: 0
Max-slew violations: 0
Chip area: 6400 µm²
Vias per cell: 4.613
Initial DRT Pass Iterations: 5
Status: complete, no violations
Area Growth Syn to Fin: 33.73%
Antenna fix cells: 0
Most common cell on crit path: a21oi_1
Drt drc: 0
Kind of critical path: primary input to output port
Post-detail-place hpwl: 2378 µm
Vias: 978
Yosys warns: 1
Max-cap violations: 0
Mux share: 5.249%
Top routing layer in use: met3
Final setup margin: 0.6033 ns
Gr ovfl total: 0
Hold Vio Cnt, Final: 0
Wl on met1: 1476 µm
Worst hold margin: 3.303 ns
DRT antenna net count: 0
Core footprint: 3416 µm²
FILL cells: 372
Initial DRC count: 62
Setup TNS: 0 ns
Die W: 80 µm
Gpl congestion: 0.8415
Yosys chip area: 953.4 µm²
Minimum clock period: 5.097 ns
Top cells excl fill/tap: clkdlybuf4s50_1, conb_1, a21oi_1
# setup viols final: 0
Final WL: 2799 µm
Share of cells above drive strength 1: 11.45%
Period utilization: 89.42%
Top logic cell by instance count in the layout: clkdlybuf4s50_1
Site Rows: 21
Overall Global Routing Usage: 8.199%
WP data arrival: 3.96 ns
Hold-fix buffers, CTS: 0
worst paths after layout:
kind,from,endpoint,slack [ns],cells past startpoint
max,Instruction[6],ImmGenOut[11],0.60,12
min,Instruction[31],ImmGenOut[11],3.30,4
critical path: cells and delay by family:
| family | cells | cell delay, ns |
|---|---|---|
| AND-OR/OR-AND | 5 | 0.86 |
| XOR/XNOR | 1 | 0.14 |
| adder cells (fa/ha/maj) | 1 | 0.25 |
| buffers and inverters | 2 | 1.21 |
| AND/OR/NAND/NOR | 3 | 0.35 |
layout make-up:
type / instances / area [µm²] / area share, %
inverters: 1 / 3.754 / 0.2944
multi-input cells: 124 / 813.3 / 63.79
well taps: 46 / 57.56 / 4.514
repair buffers: 41 / 400.4 / 31.40
cells by family (layout without fill, tap and decap cells):
family,count (synthesis),after routing
AOI/OAI and AO/OA,43,43
xor gates and xnor gates,7,7
adders and majority gates,1,1
buffers and inverters,29,42
muxes,5,5
other,1,19
and+or+nand+nor,49,49
report_power, final:
part	switching, mW	total (mW)	internal [mW]
Clock	0	0	0
Combinational	0.0248	0.0541	0.0292
Sequential	0	0	0
Total	0.0248	0.0541	0.0292
layer usage:
layer  track usage, %  vias to the layer above
li1                 -                      518
met3            2.045                        0
met5                0                        -
met1            11.87                      426
met2            12.60                       34
met4                0                        0
synth_stat cells (2+ instances only):
master / instances / area [µm²]
o21ai_1: 2 / 10.01
nor2_1: 11 / 41.29
xor2_1: 4 / 35.03
buf_2: 4 / 20.02
o21ai_0: 6 / 30.03
o22a_1: 2 / 17.52
nand2_1: 11 / 41.29
nor3_1: 3 / 15.01
a21o_1: 2 / 15.01
xnor2_1: 3 / 26.28
o22ai_4: 2 / 40.04
mux2i_1: 5 / 50.05
buf_4: 21 / 157.7
nand2b_1: 2 / 12.51
o22ai_2: 2 / 25.02
nand3_1: 9 / 45.04
buf_6: 2 / 22.52
a21oi_1: 15 / 75.07
Power and IR drop assume default switching activity.
